==> flow/design.v <==
module divider
  #(parameter I_WIDTH = 16,
              F_WIDTH = 16,
              OUT_I_WIDTH = 4,
              OUT_F_WIDTH = 28)  
(
  input signed [I_WIDTH+F_WIDTH-1:0] N_in, D_in,
  input clk, rst, in_valid,
  output reg ready, out_valid,
  output reg signed [I_WIDTH+F_WIDTH-1:0] out
);
  parameter IDLE = 0,
            SHIFT = 1,
            ITERATE = 2,
            DONE = 3;
  localparam A = 32'h2_D2D2D2D,
             B = 32'h1_E1E1E1E;
  localparam iter = 4;
  reg [$clog2(I_WIDTH+F_WIDTH)-1:0] shift_counter;
  reg [$clog2(iter)-1:0] iter_counter;
  reg signed [I_WIDTH+F_WIDTH-1:0] N, D, X;
  wire signed [OUT_I_WIDTH+2*OUT_F_WIDTH-1:0] inter_1, feedback;
  wire signed [I_WIDTH+F_WIDTH-1:0] X_in, inter_2;
  reg signed [3*OUT_I_WIDTH+3*OUT_F_WIDTH-1:0] out_in , out_in_shift_1, out_in_shift_2;
  reg [1:0] state;
  reg negative;
  assign X_in = X + feedback[OUT_I_WIDTH+2*OUT_F_WIDTH-1 -: I_WIDTH+F_WIDTH];
  assign inter_1 = D*X;
  assign inter_2 = {{OUT_I_WIDTH-4{1'b0}},4'b1,{OUT_F_WIDTH{1'b0}}}  -inter_1[OUT_I_WIDTH+2*OUT_F_WIDTH-1 -: OUT_I_WIDTH+OUT_F_WIDTH];
  assign feedback = inter_2*X;
  always @ (*) begin
    out_in = X_in*N;
    if (OUT_F_WIDTH > F_WIDTH) begin
      out_in_shift_1 = out_in<<<(OUT_F_WIDTH-F_WIDTH);
    end
    else begin
      out_in_shift_1 = out_in>>>(F_WIDTH-OUT_F_WIDTH);
    end
    if (shift_counter <= I_WIDTH)
      out_in_shift_2 <= out_in_shift_1 >>> (I_WIDTH - shift_counter);
    else
      out_in_shift_2 <= out_in_shift_1 <<< (shift_counter - I_WIDTH);
  end
  always @ (posedge clk) begin
    case (state)
    IDLE : begin
      if (in_valid) begin
      	N <= N_in;
        if (D_in < 0) begin
          negative <= 1;
           D <= -D_in;
        end
        else begin
           negative <= 0;
           D <= D_in;
        end
        shift_counter <= 0;
        iter_counter <= 0;
      end
    end
    SHIFT : begin
      if ( D[I_WIDTH+F_WIDTH-1] == 1) begin
        D <= {{OUT_I_WIDTH{1'b0}},D[I_WIDTH+F_WIDTH-1 -: OUT_F_WIDTH]};
        X <=  {{OUT_I_WIDTH-4{1'b0}},A[I_WIDTH+F_WIDTH-1 -: 4+OUT_F_WIDTH]} - {{OUT_I_WIDTH-4{1'b0}},B[I_WIDTH+F_WIDTH-1 -: 4+(OUT_F_WIDTH)/2]}*{{OUT_I_WIDTH{1'b0}},D[I_WIDTH+F_WIDTH-1 -: OUT_F_WIDTH/2]};        
      end
      else begin
      	D <= D<<1;
        shift_counter <= shift_counter + 1;
      end
    end
    ITERATE : begin
      X <= X_in;
      if (negative)
        out <= -out_in_shift_2[OUT_I_WIDTH+2*OUT_F_WIDTH-1 -: I_WIDTH+F_WIDTH];
      else
        out <= out_in_shift_2[OUT_I_WIDTH+2*OUT_F_WIDTH-1 -: I_WIDTH+F_WIDTH];
      iter_counter <= iter_counter + 1;        
    end
    endcase
  end
  always @ (posedge clk) begin
    if (rst) begin
      state <= IDLE;
    end
    else begin
      case (state) 
      IDLE : begin
        if (in_valid) begin
          state <= SHIFT;
        end
      end
      SHIFT : begin
        if ( D[I_WIDTH+F_WIDTH-1] == 1) begin
          state <= ITERATE;
      	end
      end
      ITERATE : begin
        if (iter_counter == iter-1 ) begin
          state <= DONE;	
        end
      end
      endcase
    end
  end
  always @ (*) begin
    ready = 0;
    out_valid = 0;
    case (state) 
    IDLE : ready = 1;
    DONE : out_valid = 1;  
    endcase
  end 
endmodule
==> flow/run.sh <==
#!/bin/bash
# OpenROAD 26Q1-2900-gdf79404cd8, Yosys 0.63+post, stock flow scripts
make -C /OpenROAD-flow-scripts/flow DESIGN_CONFIG=/design/flow/config.mk WORK_HOME=/design/flow/orfs finish
==> flow/config.mk <==
export PLATFORM = sky130hd
export DESIGN_NAME = divider
export DESIGN_NICKNAME = divider
export VERILOG_FILES = /design/flow/design.v
export SDC_FILE = /design/flow/constraint.sdc
export NUM_CORES = 4
export LEC_CHECK = 1
export CORE_UTILIZATION = 30
==> flow/constraint.sdc <==
current_design divider

set clk_period 80.7
set clk_io_pct 0.2

create_clock -name clk0 -period $clk_period [get_ports {clk}]

set non_clock_inputs [all_inputs -no_clocks]
set_input_delay [expr $clk_period * $clk_io_pct] -clock clk0 $non_clock_inputs
set_output_delay [expr $clk_period * $clk_io_pct] -clock clk0 [all_outputs]
==> results_slide.txt <==
Key Metrics from the Run

Cells and area
  • Layout Area Growth over Synthesis: 6.84%
  • Share of layout cells above drive strength 1: 3.97%
  • Leading cell type in the layout, fill and taps excluded: fa_1
  • Top cells excl fill/tap: fa_1 (3191), inv_1 (2742), nand2_1 (1870)
  • Final Core Density: 32.2%
  • Post-route cell area: 0.131 mm2

Placement
  • Routability cong.: 0.997
  • DP Area: 0.130 mm2
  • DP Worst Slack: 47360 ps
  • HPWL Detailed: 288000 um
  • Port Buffers: 100

Detailed routing
  • Total length of routed wires: 355000 um
  • DR WL/cell: 19.3 um
  • ANT nets after route: 0
  • Detailed router's first-iteration violation count: 4214
  • Vias: 88400
  • DR pass1 iterations: 5
  • DR vias/cell: 4.81
  • Detailed-route DRC error count: 0

Logic synthesis
  • Adders+Majority by Area: 59.0%
  • Synthesized cell area: 0.122 mm2
  • Yosys cell count: 13300
  • Chip Area, Yosys: 0.122 mm2
  • Seq/Total Area, Yosys: 3.40%
  • Post-Synth XOR/XNOR Area: 2.37%
  • Most common reg cell: edfxtp_1
  • Synth cell types: 109
  • Mapped Cells: 13300
  • Synth mux share: 1.25%
  • Simple Share, Synth: 16.8%
  • Yosys reg bits: 140
  • Avg Cell Area, Syn: 9.19 um2
  • FFs w/ async S/R, synth: 0%
  • Area fraction in compound gates after synthesis: 6.31%
  • Yosys warns: 1
  • EDFF count, synth: 136
  • Comb area leader: adder cells

Worst setup path
  • Worst reg2reg path depth: 102
  • Reg2reg start: X[2]$_SDFFCE_PN1P_
  • Worst Path Max Fanout: 44
  • Slowest Stage Delay on Critical Path: 890 ps
  • CP max-delay cell: fa_1
  • CP Launch Type: flip-flop
  • CP Class: reg -> reg
  • Crit path DAT: 33930 ps
  • CP Capture Type: flip-flop
  • Slack of the worst reg-to-reg path: 47090 ps
  • Req. time, crit path: 81020 ps
  • Most used cell, CP: fa_1
  • Worst flop-to-flop path endpoint: out[27]$_DFFE_PP_

Min path
  • HP Start: state[3]$_DFF_P_
  • Hold EP: state[3]$_DFF_P_
  • Hold Path Depth: 2
  • HP Class: reg -> reg

Floorplanning
  • Core Util at FP: 30.1%
  • Width of the die: 640 um
  • I/O pins: 101
  • Std-Cell Rows: 234
  • Die Y: 640 um
  • Chip area: 0.410 mm2
  • Core area: 0.406 mm2

STA
  • Clock Skew: 57.6 ps
  • Final setup fails: 0
  • Post-Route Setup TNS: 0 ps
  • Slew @ Worst Pin: 1150 ps
  • Fin crit share: 41.6%
  • Fin. max-slew vios: 0
  • Min Tclk post-route: 33610 ps
  • Min Hold Slack: 490 ps
  • Worst Setup Slack, final: 47090 ps
  • RSZ-0062 raised after global routing: false
  • Endpoints failing hold: 0
  • Slew margin rel.: 23.0%
  • Fmax: 29.8 MHz

Clock network
  • CTS tree: done
  • CTS buffer count: 25
  • Post-CTS Setup Repair Bufs: 0
  • H-tree depth: 4
  • Post-cts hold buffer count: 0
  • Clock-pin slew on the worst setup and hold paths: 100 ps
  • Clk sink count: 140
  • Clk buf depth: 3
  • Cts repair resizes: 0
  • Clock Tree Root: clkbuf_16
  • Clk latency of the worst-skew pair: 630 ps

Run status
  • Status: finished clean

Run
  • MaxCap Viol Count: 0
  • Tool Warnings: 34

Global routing
  • First-pass GRT wire length: 577000 um
  • Vias in the first global route: 98500
  • Total GRT Usage: 19.2%
  • Initial antenna violation count: 9
  • Largest net degree at the start of global routing: 66
  • Total gr overflow: 0
worst max path at each step:
stage	endpoint	from	cells after the start
global route	out[27]$_DFFE_PP_	X[2]$_SDFFCE_PN1P_	103
CTS	out[27]$_DFFE_PP_	X[2]$_SDFFCE_PN1P_	101
finish	out[27]$_DFFE_PP_	X[2]$_SDFFCE_PN1P_	102
cells in the mapped netlist, types with 42 or more instances:
cell / n / area, um2
or3_1: 50 / 313
nand2_1: 1870 / 7020
nand4_1: 46 / 288
mux2i_1: 79 / 791
nand3_1: 104 / 521
edfxtp_1: 136 / 4080
a21oi_1: 293 / 1470
nor2b_1: 49 / 307
xnor2_1: 248 / 2170
a211oi_1: 49 / 368
fa_1: 3191 / 63900
a21o_1: 106 / 796
o21ai_0: 218 / 1090
a31oi_1: 42 / 263
o211ai_1: 45 / 338
inv_1: 2743 / 10300
nand2b_1: 94 / 588
ha_1: 663 / 8300
xor2_1: 74 / 648
nor2_1: 348 / 1310
nor3_1: 112 / 561
clkbuf_1: 735 / 2760
and2_1: 1380 / 8630
sequential cells by signal, indices dropped and copies added, names as in the netlist:
register / count
X: 32
iter_counter: 2
shift_counter: 5
D: 32
out: 32
state: 4
N: 32
negative: 1
area by class of cell:
cell class / count / area, um2
diodes: 3 / 7.51
well taps: 5428 / 6790
fillers: 41700 / 275000
multi-input cells: 9638 / 105000
flip-flops and latches: 140 / 4170
clock inverters: 7 / 63.8
clock buffers: 26 / 629
repair buffers: 401 / 3290
inverters: 2749 / 10300
kinds of logic (layout without fill, tap and decap cells):
kind of cell               Yosys count  in the layout
muxes                              116            116
buffers and inverters             3523           3183
AOI/OAI and AO/OA                 1153           1153
xor gates and xnor gates           325            325
other                                0              3
DFF                                140            140
and+or+nand+nor                   4190           4190
adders and majority gates         3854           3854
layer usage:
| metal | track usage, % | part of all wire (%) | up-vias |
|---|---|---|---|
| li1 | - | - | 39100 |
| met1 | 25.2 | 39 | 45600 |
| met2 | 30.6 | 48 | 3115 |
| met3 | 6.94 | 9.3 | 542 |
| met4 | 5.55 | 4.0 | 12 |
| met5 | 0 | 0.030 | - |
critical path: cells and delay by family, from the launching register on:
kind | cells | cell delay, ps
buffers and inverters | 15 | 3800
flip-flops | 1 | 410
XOR/XNOR | 6 | 1120
adder cells (fa/ha/maj) | 28 | 13430
AND/OR/NAND/NOR | 15 | 4990
AND-OR/OR-AND | 38 | 9490
through the flow:
step           std cells
5_1_grt            18400
2_1_floorplan      13300
3_3_place_gp       18400
4_1_cts            18400
6_report           18400
3_5_place_dp       18400
