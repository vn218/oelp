--- ./design.v ---
`timescale 1ns / 1ps
module mac_fixed
  #(parameter F_WIDTH = 0,
              I_WIDTH = 32,
              F_WIDTH_2 = 16,
              I_WIDTH_2 = 16,
              F_WIDTH_3 = 16,
              I_WIDTH_3 = 16,
              F_WIDTH_4 = 16,
              I_WIDTH_4 = 16,
              T_WIDTH = 32
  )
 (
  input signed [T_WIDTH-1:0] in_1,
  input signed [T_WIDTH-1:0] in_2,
  input mac_reset,
  input in_valid,
  input [2:0] mode,
  output reg out_valid,
  output reg signed [T_WIDTH-1:0] out,
  input clk, rst
      );
  wire signed [2*T_WIDTH-1:0] product;
  reg signed [2*T_WIDTH-1:0] out_64;
  reg signed [2*T_WIDTH-1:0] out_in;
  assign product = in_1*in_2;
  always @ (*) begin
    case (mode)
      3'b000 : begin
        out = out_64[I_WIDTH + 2*F_WIDTH - 1 -: T_WIDTH];
      end
      3'b001 : begin
        out = out_64[I_WIDTH_2 + 2*F_WIDTH_2 - 1 -: T_WIDTH];
      end
      3'b010 : begin
        out = out_64[I_WIDTH_3 + 2*F_WIDTH_3 - 1 -: T_WIDTH];
      end
      3'b011 : begin
        out = out_64[I_WIDTH_4 + 2*F_WIDTH_4 - 1 -: T_WIDTH];
      end        
    endcase
    if (in_valid)
      out_in = product;  
    else begin
      out_in = 0;
    end
  end
  always @ (posedge clk) begin
    if (rst ) begin
      out_64 <= 0;
      out_valid <= 0;
    end
    else if (mac_reset) begin
      out_64 <= out_in;       
    end
    else begin
      out_64 <= out_in + out_64; 
    end
    out_valid <= in_valid;
  end      
endmodule
`timescale 1ns / 1ps
module mat_mult 
  #(parameter I_WIDTH = 16,
   F_WIDTH = 16,
   SPECTRAL_BANDS = 103)
  (
    input clk, rst, start,
    input [$clog2(SPECTRAL_BANDS)-1:0] mat1_dims_rows, mat1_dims_cols, mat2_dims_cols,
    input mat1_valid, mat2_valid,
    input [I_WIDTH+F_WIDTH-1:0] mat1, mat2,
    input [2:0] mac_mode,
    output reg rd_addr_valid,
    output [$clog2(SPECTRAL_BANDS)-1:0] mat1_row, mat1_col, mat2_row, mat2_col, out_row, out_col,
    output out_valid,
    output [I_WIDTH+F_WIDTH-1:0] out,
    output done
  );
  localparam IDLE = 0,
  BUSY = 1,
  DONE = 2;
  reg [1:0] state;
  reg [$clog2(SPECTRAL_BANDS)-1:0] r_ctr, w_ctr1, w_ctr2, delayed_r_ctr, delayed_w_ctr1, delayed_w_ctr2;
  wire [I_WIDTH+F_WIDTH-1:0] mac_in_1, mac_in_2, mac_out;
  wire mac_in_valid, mac_out_valid, mac_rst;
  assign mac_in_valid = mat1_valid & mat2_valid;
  assign mac_in_1 = mat1;
  assign mac_in_2 = mat2;
  assign out = mac_out;
  assign mac_rst = (delayed_r_ctr == mat1_dims_cols) & mac_out_valid;
  assign out_valid = mac_rst;
  assign mat1_row = w_ctr1;
  assign mat1_col = r_ctr;
  assign mat2_row = r_ctr;
  assign mat2_col = w_ctr2;
  assign out_row = delayed_w_ctr1;
  assign out_col = delayed_w_ctr2;
  assign done = state == DONE;
  always @ (posedge clk) begin
    if (rst) begin
      r_ctr <= 0;
      w_ctr1 <= 0;
      w_ctr2 <= 0;
      delayed_r_ctr <= 0;
      delayed_w_ctr1 <= 0;
      delayed_w_ctr2 <= 0;
    end
    else begin
      if (rd_addr_valid) begin
        if (r_ctr == mat1_dims_cols) begin
          r_ctr <= 0;
          if (w_ctr2 == mat2_dims_cols) begin
            w_ctr2 <= 0;
            if (w_ctr1 == mat1_dims_rows) begin
              w_ctr1 <= 0;
            end
            else begin
              w_ctr1 <= w_ctr1 + 1;
            end
          end
          else begin
            w_ctr2 <= w_ctr2 + 1;
          end
        end
        else begin
          r_ctr <= r_ctr + 1;
        end      
      end    
    end
    if (mac_out_valid) begin
      if (delayed_r_ctr == mat1_dims_cols) begin
          delayed_r_ctr <= 0;
        if (delayed_w_ctr2 == mat2_dims_cols) begin
            delayed_w_ctr2 <= 0;
          if (delayed_w_ctr1 == mat1_dims_rows) begin
              delayed_w_ctr1 <= 0;
          end
          else begin
              delayed_w_ctr1 <= delayed_w_ctr1 + 1;
          end
        end
        else begin
            delayed_w_ctr2 <= delayed_w_ctr2 + 1;
        end
      end
      else begin
          delayed_r_ctr <= delayed_r_ctr + 1;
      end      
    end    
  end
  always @ (posedge clk) begin
    if (rst) begin
      state <= IDLE;
      rd_addr_valid <= 0;
    end
    else begin
      case (state)
        IDLE : begin
          if (start) begin
            state <= BUSY;
            rd_addr_valid <= 1;
          end       
        end
        BUSY : begin
          if (mac_out_valid & r_ctr == mat1_dims_cols & w_ctr2 == mat2_dims_cols & w_ctr1 == mat1_dims_rows) begin
            rd_addr_valid <= 0;
          end
          if (mac_out_valid & delayed_r_ctr == mat1_dims_cols & delayed_w_ctr2 == mat2_dims_cols & delayed_w_ctr1 == mat1_dims_rows) begin
            state <= DONE;
          end
        end
        DONE : state <= IDLE;
      endcase
    end
  end
    mac_fixed
  #(.F_WIDTH(14),  
    .I_WIDTH(4),   
    .F_WIDTH_2(14),
    .I_WIDTH_2(16),
    .F_WIDTH_3(16),
    .I_WIDTH_3(24)
  )
  mac 
  (
    .in_1(mac_in_1),
    .in_2(mac_in_2),
    .mac_reset(mac_rst),
    .in_valid(mac_in_valid),
    .mode(mac_mode),
    .out_valid(mac_out_valid),
    .out(mac_out),
    .clk(clk), 
    .rst(rst)
      );
endmodule
--- ./run.sh ---
#!/bin/bash
# OpenROAD 26Q1-2900-gdf79404cd8, Yosys 0.63+post, stock flow scripts
make -C /OpenROAD-flow-scripts/flow DESIGN_CONFIG=/design/flow/config.mk WORK_HOME=/design/flow/orfs finish
--- ./config.mk ---
export PLATFORM = sky130hd
export DESIGN_NAME = mat_mult
export DESIGN_NICKNAME = mat_mult
export VERILOG_FILES = /design/flow/design.v
export SDC_FILE = /design/flow/constraint.sdc
export NUM_CORES = 4
export LEC_CHECK = 1
export CORE_UTILIZATION = 30
--- ./constraint.sdc ---
current_design mat_mult

set clk_period 25.3
set clk_io_pct 0.2

create_clock -name clk0 -period $clk_period [get_ports {clk}]

set non_clock_inputs [all_inputs -no_clocks]
set_input_delay [expr $clk_period * $clk_io_pct] -clock clk0 $non_clock_inputs
set_output_delay [expr $clk_period * $clk_io_pct] -clock clk0 [all_outputs]
==> reports/results.ini <==
[clocking]
cts_root_buf=clkbuf_16
cts.clk_slew.worst_paths_ns=0.08
ctsLongestPathBuffers=2
ctsHtreeMaxLevel=3
clkLatencyLatePin_ns=0.37
numCtsBuffers=9
tritoncts=built
cts_hold_buf=0
post_cts_resized=0
cts_setup_buffers=0

[logic_synthesis]
ys_warn_count=2
common_cells=fa_1 (984), inv_1 (918), nand2_1 (634)
top_area_cell=fa_1
synth_flops=135
ys_cells=4813
yosys_most_used_dff=dfxtp_1
synth-edff-count=7
top_cell_area_share_pct=46.1
avgSynthCellArea_um2=8.87
synth.cell_area_mm2=0.0427
top_cell=fa_1
synth-area-yosys_mm2=0.0427
synthTopCellsByArea=fa_1 (46%), inv_1 (8.1%), and2_1 (7.3%)
syn_inst=4813
async_flop_share_pct=0
ys_types=87

[drt]
drc=0
drtPass1Iterations=42
dr.first_iter.drc_count=1272
wl_per_cell_um=17.4
ant_nets=0
vias=31700
via_per_inst=4.73
postRouteWirelength_mm=117

[global_route]
grtUsageMet1_pct=22.5
antenna_found_initial=3
grt_max_degree=66
met3_usage_pct=4.65
grtUsageTotal_pct=17.6
grt_overflow=0
grt_pass1_wl_mm=186
gr-usage-met2_pct=29.5
grt_pass1_vias=33200
top_usage_layer=met2

[worst_setup_path]
r2r-start=mac.out_64[0]$_SDFF_PP0_
crit_fanout=32
slowest_delay_ns=0.78
required_ns=25.54
slowest_stage=fa_1
cp-startpoint=mat2[3]
critPathCaptureType=flip-flop
critPathKind=input port to flip-flop
worstSetupStartpointType=input port
path_common_cell=fa_1
cp_data_arrival_time_ns=15.23

[worst_hold_path]
hold_class=flip-flop to flip-flop
hp-start=state[1]$_DFF_P_

[floorplan]
io_pins=170
die_h_um=379
core-area_mm2=0.141
die-area_mm2=0.144
die_w_um=379
num_rows=138
fp_util_pct=30.2

[placement]
globalplace.congestion=0.970
io_buffers=169
preCtsSetupSlack_ns=9.99
hpwl_mm=95.5

[sta]
finalClockSkew_ns=0.0130
fin_setup_tns_ns=0
rsz0062_at_grt=no
fmaxAchievable_mhz=66.7
setup_viol=0
finalCritPeriodShare_pct=59.2
unclocked_regs=32
maxSlewHeadroom_pct=38.9
period_minus_slack_ns=14.99
hold_viol=0
untimed_endpoints=64
worstMarginPinSlew_ns=0.913
setup_slack_ns=10.31
slew_violations=0

[job]
warnings=25
maxCapViolCount=0

[cells_and_area]
area_growth_syn_to_layout_pct=8.81
drive_gt1_share_pct=2.64
fill_cells=14500

[run_status]
outcome=finished, final reports clean

[flip-flops by register name, indices dropped and copies added, names as in the netlist]
name,cells
delayed_r_ctr,7
delayed_w_ctr1,7
delayed_w_ctr2,7
mac.out,32
mac.out_64,56
mac.out_valid,1
r_ctr,7
rd_addr_valid,1
state,3
w_ctr1,7
w_ctr2,7
[area by class of cell]
type                    instances  area, um2  area share, %
diodes                          1       2.50        0.00538
clock buffers                  11        243          0.522
clock inverters                 5       66.3          0.143
inverters                     919       3450           7.42
multi-input cells            3491      35500           76.4
flip-flops and latches        135       2610           5.62
well taps                    1890       2360           5.09
repair buffers                245       2250           4.84
[placed cells by master, fill, tap and decap left out, types with 7 or more instances in the layout]
| cell type | count |
|---|---|
| nand4_1 | 30 |
| o31ai_1 | 15 |
| o21bai_1 | 13 |
| o21a_1 | 14 |
| dlxtn_1 | 32 |
| buf_4 | 76 |
| o211ai_1 | 8 |
| nor3_1 | 28 |
| nor4_1 | 9 |
| a31oi_1 | 20 |
| ha_1 | 236 |
| o22a_1 | 31 |
| and3_1 | 20 |
| inv_1 | 918 |
| xor2_1 | 63 |
| nor3b_1 | 7 |
| or3_1 | 11 |
| o22ai_1 | 17 |
| nor2b_1 | 26 |
| a21o_1 | 52 |
| nand2b_1 | 40 |
| a211oi_1 | 20 |
| mux2i_1 | 32 |
| nor2_1 | 181 |
| edfxtp_1 | 7 |
| clkdlybuf4s50_1 | 166 |
| and2_1 | 497 |
| o21ai_0 | 92 |
| xnor2_1 | 121 |
| dfxtp_1 | 96 |
| a21oi_1 | 174 |
| nand3_1 | 34 |
| clkbuf_16 | 9 |
| nand2_1 | 634 |
| fa_1 | 984 |
[layer usage]
metal	up-vias	wire, um
li1	14500	-
met1	16100	44800
met2	932	59900
met3	169	7530
met4	2	4560
met5	-	13
[path summary, 6_finish.rpt]
| path | to | slack (ns) | cells after the start |
|---|---|---|---|
| max reg2reg | mac.out_64[36]$_SDFF_PP0_ | 21.76 | 13 |
| min reg2reg | state[0]$_DFF_P_ | 0.46 | 2 |
| max | mac.out_64[52]$_SDFF_PP0_ | 10.31 | 33 |
| min | state[0]$_DFF_P_ | 0.46 | 2 |
[kinds of logic after synthesis]
logic type,after synthesis,synth area share [%]
simple gates,1539,17.7
fa+ha+maj,1220,53.0
buf+inv,1187,10.8
compound gates,516,7.80
xor+xnor,184,3.77
flops,103,4.99
mux,32,0.750
latches,32,1.13
[through the flow]
| step | hold slack, ns | area, um2 | utilization [%] | cells |
|---|---|---|---|---|
| 2_1_floorplan | 0.393 | 42700 | - | 4813 |
| 3_3_place_gp | 0.427 | 46200 | 32.6 | 6680 |
| 3_5_place_dp | 0.447 | 46200 | 32.6 | 6680 |
| 4_1_cts | 0.461 | 46500 | 32.9 | 6696 |
| 5_1_grt | 0.479 | 46500 | 32.9 | 6696 |
| 6_report | 0.455 | 46500 | 32.9 | 6697 |
[worst max-delay path, delay by kind of cell]
family | cells | cell delay, ns
AND-OR/OR-AND | 12 | 2.84
XOR/XNOR | 1 | 0.12
adder cells (fa/ha/maj) | 10 | 5.09
buffers and inverters | 6 | 1.50
AND/OR/NAND/NOR | 4 | 0.58
