### flow/design.v
module sqrt
  #( parameter I_WIDTH = 16,
               F_WIDTH = 16)
  (input [I_WIDTH+F_WIDTH-1:0] N_in,
   output reg [I_WIDTH+F_WIDTH-1:0] out,
   input clk, rst, in_valid,
   output reg out_valid, ready
  );
  parameter IDLE = 0,
            ITERATE = 1,
            DONE = 2;
  reg [1:0] state;
  reg [I_WIDTH+F_WIDTH-1:0] X;
  wire [I_WIDTH+2*F_WIDTH-1:0] X_in;
  wire [I_WIDTH+2*F_WIDTH-1:0] X2;
  reg [I_WIDTH+F_WIDTH-1:0] N;
  wire [I_WIDTH+2*F_WIDTH-1:0] NX2; 
  wire [I_WIDTH+F_WIDTH-1:0] R;
  reg [I_WIDTH+F_WIDTH-1:0] R_old;
  reg [I_WIDTH+F_WIDTH-1:0] approx;
  wire [I_WIDTH+2*F_WIDTH-1:0] out_in;
  always @ (*) begin
    if (N_in > 32'h4000_0000)
      approx = 32'h0000_0100;
    if (N_in <= 32'h4000_0000 && N_in > 32'h1000_0000)
      approx = 32'h0000_0200;
    if (N_in <= 32'h1000_0000 && N_in > 32'h0400_0000)
      approx = 32'h0000_0400;
    if (N_in <= 32'h0400_0000 && N_in > 32'h0100_0000)
      approx = 32'h0000_0800;
    if (N_in <= 32'h0100_0000 && N_in > 32'h0040_0000)
      approx = 32'h0000_1000;
    if (N_in <= 32'h0040_0000 && N_in > 32'h0010_0000)
      approx = 32'h0000_2000;
    if (N_in <= 32'h0010_0000 && N_in > 32'h0004_0000)
      approx = 32'h0000_4000;
    if (N_in <= 32'h0004_0000 && N_in > 32'h0001_0000)
      approx = 32'h0000_8000;
    if (N_in <= 32'h0001_0000 && N_in > 32'h0000_4000)
      approx = 32'h0001_0000;
    if (N_in <= 32'h0000_4000 && N_in > 32'h000_1000)
      approx = 32'h0002_0000;
    if (N_in <= 32'h0000_1000 && N_in > 32'h0000_0400)
      approx = 32'h0004_0000;
    if (N_in <= 32'h0000_0400 && N_in > 32'h0000_0100)
      approx = 32'h0008_0000;
    if (N_in <= 32'h0000_0100 && N_in > 32'h0000_0040)
      approx = 32'h0010_0000;
    if (N_in <= 32'h0000_0040 && N_in > 32'h0000_0010)
      approx = 32'h0020_0000;
    if (N_in <= 32'h0000_0010 && N_in > 32'h0000_0004)
      approx = 32'h0040_0000;
    if (N_in <= 32'h0000_0004)
      approx = 32'h0080_0000;
  end
  assign X2 = X*X;
  assign NX2 = N*X2[I_WIDTH+2*F_WIDTH-1 -: I_WIDTH+F_WIDTH];
  assign R = 32'h0003_0000 - NX2[I_WIDTH+2*F_WIDTH-1 -: I_WIDTH+F_WIDTH];
  assign X_in = (X>>1)*R;
  assign out_in = N*X;
  always @ (posedge clk) begin
    case (state)
    IDLE : begin
	  N <= N_in;
      X <= approx;
      R_old <= 32'h0003_0000;
    end
    ITERATE : begin
      if (R <= R_old) begin
        X <= X_in[I_WIDTH+2*F_WIDTH-1 -: I_WIDTH+F_WIDTH];
        R_old <= R;
      end
    end
    endcase
  end
  always @ (posedge clk) begin
    if (rst) begin
      state <= IDLE;
    end
    else begin
      case (state)
      IDLE : begin
        if (in_valid) begin
          if (N_in == 0) begin
            state <= DONE;
            out <= 0;
          end
          else
            state <= ITERATE;  
        end
      end
      ITERATE : begin     
        if (R > R_old || X_in[I_WIDTH+2*F_WIDTH-1 -: I_WIDTH+F_WIDTH] == X)
          state <= DONE;
        out <= out_in[I_WIDTH+2*F_WIDTH-1 -: I_WIDTH+F_WIDTH];
      end
      DONE : begin
        state <= IDLE;
      end
      endcase
    end
  end
  always @ (*) begin
    ready = 0;
    out_valid = 0;
    case (state) 
     IDLE : ready = 1;
     DONE : out_valid = 1;  
    endcase 
  end
endmodule
### flow/run.sh
#!/bin/bash
# OpenROAD 26Q1-2900-gdf79404cd8, Yosys 0.63+post, stock flow scripts
make -C /OpenROAD-flow-scripts/flow DESIGN_CONFIG=/design/flow/config.mk WORK_HOME=/design/flow/orfs finish
### flow/config.mk
export PLATFORM = sky130hd
export DESIGN_NAME = sqrt
export DESIGN_NICKNAME = sqrt
export VERILOG_FILES = /design/flow/design.v
export SDC_FILE = /design/flow/constraint.sdc
export NUM_CORES = 4
export LEC_CHECK = 1
export CORE_UTILIZATION = 30
### flow/constraint.sdc
current_design sqrt

set clk_period 42.7
set clk_io_pct 0.2

create_clock -name clk0 -period $clk_period [get_ports {clk}]

set non_clock_inputs [all_inputs -no_clocks]
set_input_delay [expr $clk_period * $clk_io_pct] -clock clk0 $non_clock_inputs
set_output_delay [expr $clk_period * $clk_io_pct] -clock clk0 [all_outputs]
==> out/metrics.sh <==
HOLDBUFCOUNTCTS=0
GROUTE.LAYER.MET1.USAGE_PCT=23.9
SYNTH.CELL_AREA_SQ_UM=114000
TNS_NS=0
YOSYS-DOMINANT-COMB-FAMILY='adder cells'
CRIT_PATH_END_KIND='flop'
MUX_SHARE_PCT=0.260
UTILIZATION_PCT=32.2
POST_DRT_WL_PER_CELL_UM=18.9
CLOCK_TREE_FROM_TRITONCTS='built'
GLOBAL_ROUTE_WIRE_LENGTH_BEFORE_REPAIR_MM=523
FF_LATCH_AREA_SQ_UM=4150
XOR_SHARE_PCT=2.30
GRT.MET2_USAGE_PCT=29.2
YOSYS_WARNINGS=1
YOSYS_CHIP_AREA_SQ_UM=114000
HTREE_LEVELS=4
MAX_CAP_VIOLATIONS=0
FILL_CELLS=38538
SYNTH_CELLS=12616
LAY_TOP_COUNT='inv_1'
PLACE.PORT_BUFFERS=68
WARNING_COUNT=37
POST_DRT_VIA_CELL_RATIO=4.61
GRT_MAX_DEGREE=61
CP_SLOWEST_STAGE_DELAY_NS=0.68
DRT_PRE_ANTENNA_ITERS=6
GLOBALROUTE.TOTALOVERFLOW=0
GP_ROUTABILITY_CONGESTION=0.986
WORSTHOLDPATHTYPE='reg2reg'
FF_TYPE='edfxtp_1'
STATUS='finished clean'
GRTUSAGETOTAL_PCT=18.9
CRITICAL_PATH.STARTPOINT_TYPE='flop'
CLK_ROOT_BUFFER_CELL='clkbuf_16'
TIMING.FINAL.SETUP_VIOLATIONS=0
CTS-ROOT-TO-SINK-BUFFERS=3
UNTIMED_ENDPOINTS=16
GRT_UTIL_MET3_PCT=10.3
AOI_SHARE_PCT=3.39
WORST_PATH_MOST_REPEATED_CELL='fa_1'
ANTENNA_LEFT=0
NETLIST-CELL-TYPE-COUNT=99
ENABLE_FLOP_CELLS=128
WORST_CLOCK_SKEW_NS=0.0592
RELSLEWSLACK_PCT=32.6
POST_SYNTH_FA_HA_MAJ_AREA_FRACTION_PCT=61.4
CTS_RESIZED=0
POST_SYNTH.CELL_AREA_AVG_SQ_UM=9.01
REGISTER_PINS_LEFT_WITHOUT_A_CLOCK=16
WORST-PATH-MAX-FANOUT=43
TIMING.FINAL.CRIT_PERIOD_NS=26.21
DETAIL_ROUTE.DRC_VIOLATIONS=0
VIA_COUNT_OF_THE_FIRST_GLOBAL_ROUTING_PASS=88986
DETAILEDPLACEMENTHPWL_MM=258
YOSYS-STAT-CELLS=12616
POSTCTSSETUPREPAIRBUFS=0
SYNTH_FLOPS=147
POST_ROUTE_CELLS_DRIVE_ABOVE_1_SHARE_PCT=3.46
RSZ0062_AT_GRT='false'
STD_CELL_ROWS=225
FINAL_LAYOUT_TOP_LOGIC_CELLS='3345 x inv_1, 3017 x fa_1, 2155 x nand2_1'
TIMING.CRITICAL_PATH.SLOWEST_STAGE_CELL='buf_4'
WORSTSETUPPATHTYPE='reg2reg'
SYNTH.CELLMIX.SIMPLESHARE_PCT=15.6
TIGHTEST_SLEW_NS=1.01
DRT_FIRST_ITER_VIOLATIONS=3634
YS_ASYNC_SR_FRACTION_PCT=0
TRITONCTS.NUM_BUFFERS=25
CHIPAREA_SQ_UM=381000
DESIGN.PORTCOUNT=69
HOLD_VIOL_FINAL=0
DIE_X_UM=617
CLOCK_LATENCY_NS=0.61
BUSIEST_LAYER='met2'
TIMING.FINAL.MAX_SLEW_VIOLATIONS=0
ANTENNA_FOUND_INITIAL=8
CTS.CLK_SLEW.WORST_PATHS_NS=0.09
CRIT_PATH_DRT_NS=43.16
TIMING.FMAX_GHz=0.0382
MULTI_INPUT_COMB_AREA_SQ_UM=94800
VIA_COUNT=79671
FP.COREAREA_SQ_UM=376000
FP_UTIL_PCT=30.2
POST-ROUTE-PERIOD-UTIL_PCT=61.4
ROUTED_WIRELENGTH_MM=327
LAYOUT-AREA-OVERHEAD-VS-SYNTH_PCT=6.52
CP_DATA_ARRIVAL_TIME_NS=26.67
DIEHEIGHT_UM=617
-- metal layers --
| layer | wire, um | vias to the layer above |
|---|---|---|
| met1 | 125000 | 40353 |
| met2 | 150000 | 3478 |
| met5 | 409 | - |
| met3 | 42400 | 490 |
| met4 | 9680 | 21 |
| li1 | - | 35329 |
-- worst max-delay path: cells and delay by family, from the launching register on --
family	cells	cell delay, ns
AND-OR/OR-AND	17	4.10
XOR/XNOR	3	0.45
adder cells (fa/ha/maj)	28	12.79
buffers and inverters	16	3.15
flip-flops	1	0.33
multiplexers	1	0.30
AND/OR/NAND/NOR	19	4.79
-- final cells by class --
| class | instances | area share, % |
|---|---|---|
| Antenna cell | 2 | 0.00413 |
| Clock buffer | 26 | 0.520 |
| Clock inverter | 7 | 0.0517 |
| Inverter | 3353 | 10.4 |
| Multi-Input combinational cell | 8432 | 78.3 |
| Sequential cell | 147 | 3.43 |
| Tap cell | 4994 | 5.16 |
| Timing Repair Buffer | 319 | 2.16 |
-- state kept, by name, indices dropped and copies added (netlist names) --
signal and count:
out 32, X 32, R_old 32, N 32, approx 16, state 3
-- Yosys cell counts, drive strengths merged (7+ instances only) --
cell,count,area [sq um]
a21oi,138,702
o21ai,89,449
mux2,20,225
edfxtp,128,3840
a31o,11,96.3
a31oi,17,106
and2,1051,6580
xnor2,178,1570
ha,751,9400
or3,15,93.8
a211o,7,61.3
o21bai,24,180
nor2,208,781
nand2,2155,8090
fa,3017,60400
nor3,78,410
dlxtn,16,240
nor4,25,156
buf,29,121
xor2,91,797
or2,17,106
nand2b,24,150
nand3,50,250
and4,13,116
nand4,38,244
or4,11,86.3
clkbuf,670,2510
o21a,21,158
o31ai,19,163
inv,3350,12600
a211oi,21,185
mux2i,7,70.1
o211ai,18,140
a21o,113,848
nor2b,37,231
xnor3,10,226
a221oi,7,80.1
and3,53,332
-- logic make-up after synthesis --
kind of cell | Yosys count
and+or+nand+nor | 3787
xor gates and xnor gates | 280
AOI/OAI and AO/OA | 554
buffers and inverters | 4052
muxes | 27
other | 1
adders and majority gates | 3768
latches | 16
DFF | 131
-- metrics by stage --
step	setup slack [ns]	cells	hold slack [ns]	instance area, sq um
CTS	16.53	17278	0.644	121000
floorplan	19.49	12631	0.393	114000
global placement	16.72	17245	0.623	120000
detailed placement	16.65	17245	0.624	120000
global route	14.87	17278	0.670	121000
finish	16.49	17280	0.643	121000
-- path summary, 6_finish.rpt --
check / start / to / slack [ns] / depth (start not counted)
setup / recovery: X[5]$_SDFFCE_PN0P_ / state[2]$_DFF_P_ / 16.49 / 84
hold / removal: state[2]$_DFF_P_ / R_old[17]$_SDFFCE_PN1P_ / 0.64 / 1
setup reg to reg: X[5]$_SDFFCE_PN0P_ / state[2]$_DFF_P_ / 16.49 / 84
hold reg to reg: state[2]$_DFF_P_ / R_old[17]$_SDFFCE_PN1P_ / 0.64 / 1
